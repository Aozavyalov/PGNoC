==> /design/flow/design.v <==
module queue #(
  parameter BUS_SIZE  = 32,
  parameter PTR_SIZE   = 5
) (
  input                     clk,
  input                     a_rst,
  input                     wr_req,
  input                     readed,
  input      [BUS_SIZE-1:0] data_i,
  output                    full,
  output                    empty,
  output     [BUS_SIZE-1:0] data_o
);
  reg [PTR_SIZE-1:0] wr_ptr;
  reg [PTR_SIZE-1:0] r_ptr;
  reg [  PTR_SIZE:0] filling;
  reg [BUS_SIZE-1:0] mem [2**PTR_SIZE-1:0];
  assign full  = (filling === {1'b1, {PTR_SIZE{1'b0}}});
  assign empty = (filling === {PTR_SIZE + 1{1'b0}});
  assign data_o = mem[r_ptr];  
  integer i;
  initial
    for (i = 0; i < 2**PTR_SIZE; i = i + 1)
      mem[i] = {BUS_SIZE{1'b0}};
  always @(posedge clk, posedge a_rst)
    if (a_rst)
      begin
        wr_ptr  <= {PTR_SIZE{1'b0}};
        r_ptr   <= {PTR_SIZE{1'b0}};
        filling <= {PTR_SIZE+1{1'b0}};
      end
    else
      begin
        if (wr_req & ~full)
          begin
            mem[wr_ptr] = data_i;
            wr_ptr = wr_ptr + 1;
            filling = filling + 1;
          end
        if (readed)
          begin
            r_ptr = r_ptr + 1;
            filling = filling - 1;
          end
      end
endmodule  
==> /design/flow/run.sh <==
#!/bin/bash
# OpenROAD 26Q1-2900-gdf79404cd8, Yosys 0.63+post, stock flow scripts
make -C /OpenROAD-flow-scripts/flow DESIGN_CONFIG=/design/flow/config.mk WORK_HOME=/design/flow/orfs finish
==> /design/flow/config.mk <==
export PLATFORM = sky130hd
export DESIGN_NAME = queue
export DESIGN_NICKNAME = queue
export VERILOG_FILES = /design/flow/design.v
export SDC_FILE = /design/flow/constraint.sdc
export NUM_CORES = 4
export LEC_CHECK = 1
export CORE_UTILIZATION = 30
==> /design/flow/constraint.sdc <==
current_design queue

set clk_period 8.8
set clk_io_pct 0.2

create_clock -name clk0 -period $clk_period [get_ports {clk}]

set non_clock_inputs [all_inputs -no_clocks]
set_input_delay [expr $clk_period * $clk_io_pct] -clock clk0 $non_clock_inputs
set_output_delay [expr $clk_period * $clk_io_pct] -clock clk0 [all_outputs]
==> CHANGELOG.md <==
## Implementation

- Number of flip-flops and latches in the synthesized netlist: about 1000
- # fillers: about 12000
- Antenna viol nets, final: 0
- Detailed-placement wirelength estimate: 92170 um
- Fraction of post-synthesis cell area in the top cell type by area: 75.64%
- Gr ovfl total: 0
- Part of the power in combinational logic: between 30% and 40%
- Area Overhead vs Synth: 17.98%
- Outcome: complete, no violations
- Placeable core region: about 130000 sq um
- Post-layout minimum cycle time: 6.848 ns
- Clock tree from TritonCTS: yes
- Power share of the clock group: 22.3%
- Total power: approximately 0.019 W
- Row Count: ~130
- Share of cells above drive strength 1: between 10% and 20%
- Number of top-level design ports: 70
- Endpoints failing hold: 0
- Top cells by area: sky130_fd_sc_hd__edfxtp_1 76%, sky130_fd_sc_hd__a22oi_1 3.5%, sky130_fd_sc_hd__mux2_2 2.3%, sky130_fd_sc_hd__mux2i_1 1.6%, sky130_fd_sc_hd__a22o_1 1.1%
- Die extent in x: ~370 um
- Worst slew pin tran: roughly 1.3 ns
- Cell area after synthesis: slightly above 40000 sq um
- Share of total power in sequential cells: about 39%
- Final routed wire length divided by cell count: 34.96 um
- Max_cap viols: 0
- Int Power: 0.01156 W
- Routed via count: 25738
- Count of warning messages emitted by the tools: 38
- Share of async-settable or async-resettable flops after synthesis: around 1.5%
- DR pass1 iterations: 6
- Number of buffers added to fix hold violations after cts: 0
- Setup_tns: 0 ns
- Placed cell count: ~4200
- Leakage power total: between 15 and 20 nW
- Buffers on Ports: about 70
- Maximum fanout along the worst path: between 40 and 50
- Area enclosed by the die boundary: 137000 sq um
- Dominant Register Cell: sky130_fd_sc_hd__edfxtp_1
- First-pass GRT wire length: between 200000 and 250000 um
- Net switching share of the total power: about two fifths
- Critical Path AT: 5.09 ns
- DRC violations left: 0
- Max clock buf depth: 3
- Net Switching: between 0.007 and 0.008 W
- Number of library cell types mapped by synthesis: a little over 80
- Class of the most critical setup path: reg -> out
- Level count of the clock H-tree: 3
- Cts bufs inserted: 103
- Part of the Yosys area used for sequential elements: 76.62%
- Total power density per cell area: between 300 and 400 nW/um^2
- Root Buffer Master: sky130_fd_sc_hd__clkbuf_16
- Post-synthesis instance total: ~2400
- Top logic cell by instance count in the layout: sky130_fd_sc_hd__edfxtp_1
- Class of the worst hold path: reg -> reg
- Final std cells w/o fill: 4420
- Post-CTS Repair Setup Buffers: 0
- Wire length after detailed routing: around 150000 um
- GPL Wtd Cong: a little under 1
- Endpoints failing setup: 0
- CTS clock-pin slew for the worst setup and hold paths: approximately 0.060 ns
- Post-route clock period utilization: 77.82%
- Ys cells: 2377
- Worst EP required: between 7 and 8 ns
- Flip-flops with a built-in enable: roughly 1000
- Number of global-route vias before repair: around 27000
- Startpoint class of the critical path: flip-flop
- Count of clock tree sinks: roughly 1000
- Total of warnings raised by yosys: 2
- Hold_ws: ~0.53 ns
- Maximum number of pins on one net before global-route repair: approximately 100
- Endpoint class of the critical path: output port
- Family with the most delay on the worst path: AND-OR/OR-AND gates
- Slowest Stage Delay on Critical Path: 0.93 ns
- Max rail drop VDD: 0.2636 mV
- Pins Over Slew Limit: 0
- Area leader, netlist: sky130_fd_sc_hd__edfxtp_1
- Initial Utilization: a little under a third
- Final clock skew: about 0.035 ns
- Most numerous logic cells after layout: 1024 x sky130_fd_sc_hd__edfxtp_1, 190 x sky130_fd_sc_hd__a22oi_1, 183 x sky130_fd_sc_hd__buf_4
- Die height: 370.1 um
- Cell-by-cell trace of the critical path: inv_1 > ha_2 > buf_4 > a22oi_1 > o21ai_0 > nor4_1 > a31oi_1 > clkdlybuf4s50_1
- Max Clk Rate: 146.0 MHz
- Yosys Chip Area: about 41000 sq um
- Number of gates given a new drive strength after cts: 0
- Violation count after the first detailed-routing iteration: roughly 2200
- Cell type of the slowest stage on the worst timing path: sky130_fd_sc_hd__dfrtp_4
- Count of buffer and inverter cells on the critical path: 3
- Average cell area after synthesis: approximately 17 sq um
- Number of vias per cell after detailed routing: roughly 5.8
- All-layer global routing usage: 23.96%
- Antenna violations before repair: 11
- Later-pin clock latency in the skew report: roughly 0.7 ns
- Max-slew headroom: between 10% and 20%
- Unrepaired setup endpoints after global routing: no
==> cell families (layout without fill, tap and decap cells) <==
logic type	count (synthesis)	in the layout	share of synthesized area, %
compound gates	624	624	11.69
xor+xnor	14	14	0.3016
fa+ha+maj	15	15	0.4617
buf+inv	186	460	1.945
flops	1040	1040	76.62
mux	155	155	4.321
other cells	0	1	0
simple gates	343	343	4.660
==> synth_stat cells, drive strengths merged, types with 36 or more instances <==
| master | instances |
|---|---|
| nand2 | 113 |
| buf | 67 |
| a22o | 50 |
| a32oi | 36 |
| nor2 | 44 |
| edfxtp | 1024 |
| a22oi | 190 |
| a21oi | 42 |
| mux2 | 84 |
| clkbuf | 99 |
| o21ai | 49 |
| a211oi | 45 |
| mux2i | 63 |
==> stage by stage <==
step	worst slack [ns]	area, sq um	utilization [%]
floorplan	0.7794	40650	-
global placement	2.670	44750	33.40
detailed placement	2.732	44750	33.40
CTS	1.985	47960	35.80
global route	1.870	47960	35.80
finish	1.952	47960	35.80
==> flip-flops by register name, summed over array words and instances, names as in the netlist <==
signal and cells:
r_ptr 5, mem 1024, wr_ptr 5, filling 6
==> power by group through the flow <==
| stage | clock network, W | registers [W] | logic (W) |
|---|---|---|---|
| CTS | 0.00429 | 0.00735 | 0.00728 |
| global route | 0.00448 | 0.00745 | 0.00771 |
| finish | 0.00427 | 0.00735 | 0.00748 |
==> routing by layer <==
layer	vias up	part of all wire, %	wire length [um]	GRT usage [%]
met5	-	0.42	654	3.042
met4	38	6.1	9358	10.97
met2	2372	43	67090	33.54
met1	12578	30	45880	24.09
li1	10270	-	-	-
met3	480	20	31520	21.70
==> worst paths after layout <==
path	start	endpoint	slack (ns)	cells after the start
hold / removal	filling[4]$_DFF_PP0_	filling[4]$_DFF_PP0_	0.53	1
min in group asynchronous	a_rst	filling[2]$_DFF_PP0_	1.49	3
hold reg to reg	filling[4]$_DFF_PP0_	filling[4]$_DFF_PP0_	0.53	1
setup / recovery	r_ptr[4]$_DFFE_PP0P_	data_o[19]	1.95	8
setup reg to reg	wr_ptr[0]$_DFFE_PP0P_	mem[16][9]$_DFFE_PP_	4.44	8
max in group asynchronous	a_rst	r_ptr[2]$_DFFE_PP0P_	7.04	3
==> cell type report <==
type                    count  area, sq um  area share, %
multi-input cells        1151         9214          19.21
clock buffers             132         2729          5.689
inverters                  20        75.07         0.1565
repair buffers            253         2085          4.346
flip-flops and latches   1040        31160          64.97
well taps                1768         2212          4.612
diodes                      1        2.502       0.005217
clock inverters            55        485.5          1.012
Power figures rest on the tool's default switching activity, not on a simulated workload.
